`config.mk`:
```
export PLATFORM = sky130hd
export DESIGN_NAME = ControlUnit
export DESIGN_NICKNAME = ControlUnit
export VERILOG_FILES = /design/flow/design.v
export SDC_FILE = /design/flow/constraint.sdc
export NUM_CORES = 4
export LEC_CHECK = 1
export CORE_AREA = 10 10 70 70
export DIE_AREA = 0 0 80 80
```
`constraint.sdc`:
```
current_design ControlUnit

set clk_period 1.0
set clk_io_pct 0.2

create_clock -name clk0 -period $clk_period

set non_clock_inputs [all_inputs -no_clocks]
set_input_delay [expr $clk_period * $clk_io_pct] -clock clk0 $non_clock_inputs
set_output_delay [expr $clk_period * $clk_io_pct] -clock clk0 [all_outputs]
```
`design.v`:
```
`timescale 1ns / 100ps
module ControlUnit(
    output reg RegDst,
    output reg MemRead,
    output reg MemWrite,
    output reg MemToReg,
    output reg[3:0] ALUcontrol,
    output reg ALUSrc,
    output reg RegWrite,
    input [5:0] Op,
    input Clk
    );
    parameter   addOp = 6'b001,
                lwOp = 6'b010,
                swOp = 6'b100;
    parameter   aluAdd = 4'b0101; 
    always @ (*)
    case(Op)
        addOp : begin
            RegDst = 1'b1;
            MemRead = 1'b0;
            MemWrite = 1'b0;
            MemToReg = 1'b0;
            ALUcontrol = aluAdd;
            ALUSrc = 1'b0;
            RegWrite = 1'b1;
        end
        lwOp : begin
            RegDst = 1'b0;
            MemRead = 1'b1;
            MemWrite = 1'b0;
            MemToReg = 1'b1;
            ALUcontrol = aluAdd;
            ALUSrc = 1'b1;
            RegWrite = 1'b1;
        end
        swOp : begin
            RegDst = 1'bx;
            MemRead = 1'b0;
            MemWrite = 1'b1;
            MemToReg = 1'bx;
            ALUcontrol = aluAdd;
            ALUSrc = 1'b1;
            RegWrite = 1'b0;
        end
        default begin
            RegDst = 1'b0;
            MemRead = 1'b0;
            MemWrite = 1'b0;
            MemToReg = 1'b0;
            ALUcontrol = aluAdd;
            ALUSrc = 1'b0;
            RegWrite = 1'b0;
        end
    endcase
endmodule
```
`run.sh`:
```
#!/bin/bash
# OpenROAD 26Q1-2900-gdf79404cd8, Yosys 0.63+post, stock flow scripts
make -C /OpenROAD-flow-scripts/flow DESIGN_CONFIG=/design/flow/config.mk WORK_HOME=/design/flow/orfs finish
```
==> GITHUB_STEP_SUMMARY <==
## Implementation flow summary

| Metric | Value |
|---|---|
| Status | `complete, but fails checks` |
| Failing checks | `setup timing` |
| GR Overflow Total | `0` |
| Met2 usage | `roughly 1.8%` |
| Area of the multi-input gates | `102.6 um2` |
| Grt met1 use | `under 10%` |
| Max Cap Violations | `0` |
| Num rows | `21` |
| Vias in the first global route | `145` |
| Synth top cells by count | `buf_4, nor2_1, conb_1, or4_4` |
| Worst setup EP type | `output port` |
| Max-area cell share | `a little under a third` |
| Min-Delay Endpoint | `ALUSrc` |
| Final Hold Fails | `0` |
| FF/Latch Area | `0 um2` |
| Final ANT Viol Nets | `0` |
| PwrDens | `roughly 210 nW/um2` |
| DIE AREA | `between 6000 and 7000 um2` |
| Detailed Place HPWL | `slightly below 400 um` |
| Global-route layer with the greatest usage | `met2` |
| Port-buffer cells | `12` |
| Layout cells sized above 1 | `70.97%` |
| Hold path startpoint | `Op[4]` |
| Sequential area share after synthesis | `0%` |
| Endpoints failing setup | `6` |
| Final Cycle Share | `134.7%` |
| Worst Setup Start Kind | `primary input` |
| FFs & Latches | `0` |
| Ant diodes | `0` |
| Setup Slack @ Placement | `-1078 ps` |
| Cts hold-fix bufs | `0` |
| Drt drc | `0` |
| Maximum vdd drop | `between 0.02 and 0.025 mV` |
| # clk buffers | `0` |
| CP Class | `in2out` |
| OpenROAD warning count | `36` |
| Worst hold path type | `in2out` |
| Ys cells | `17` |
| Fill count | `between 400 and 500` |
| RSZ-0062 raised after global routing | `yes` |
| CP top delay family | `simple AND/OR/NAND/NOR gates` |
| Tmin final | `approximately 1300 ps` |
| Main area contributors | `buf_4, or4_4, nor3b_2` |
| Crit-path cells | `buf_6 > or4_4 > buf_6 > a21oi_2 > buf_2` |
| Final-report max-slew violation count | `0` |
| Core area | `3416 um2` |
| First-pass GRT wire length | `662 um` |
| Hold Slack | `between 700 and 800 ps` |
| Routed wire per std cell | `around 5.8 um` |
| Via Count | `approximately 150` |
| Vias per cell | `between 1.5 and 2` |
| Leakage power | `about 0.13 nW` |
| Critical path peak fanout | `2` |
| Cell area after synthesis | `between 100 and 150 um2` |
| Cell accounting for the most synthesized area | `buf_4` |
| Cell repeated most along the worst path | `buf_6` |
| Unique cell types | `9` |
| Synth warn | `1` |
| Post-layout util | `around 8.6%` |
| WP buf/inv | `3` |
| CP required | `around 800 ps` |
| Setup WS post-layout | `-347.4 ps` |
| Top-count cell post-synth | `buf_4` |
| Avg Cell Area, Syn | `about 7 um2` |
| Detailed Route WL | `448 um` |
| GRT Overall Usage | `1.178%` |
| Setup TNS Final | `-1827 ps` |
| First DRT Iteration DRCs | `0` |
| Syn Inst Count | `17` |
| Pin count of the biggest net entering global routing | `4` |
| CP arrival | `approximately 1200 ps` |
| Max frequency | `approximately 740 MHz` |
| CP max stage cell | `or4_4` |
| Die W | `about 80 um` |
| Synthesis-to-finish area growth | `147.4%` |
| Post-layout power | `roughly 0.062 mW` |
| Initial antenna violation count | `0` |
| Fp_density | `roughly 3.5%` |
| RePlAce Congestion | `roughly 0.8` |
| Pre-Repair DR Iteration Count | `1` |
| Slowest Stage Delay on Critical Path | `roughly 540 ps` |
| Hold path depth | `4` |
| Met3 Use GR | `less than 1%` |
| Yosys chip area | `about 120 um2` |
| DIE HEIGHT | `80 um` |
| I/O Pins | `17` |
[cell usage in the layout, fill, tap and decap left out, types with 2 or more instances in the layout]
master / Yosys / layout
buf_6: 0 / 6
or4_4: 2 / 2
buf_2: 0 / 6
conb_1: 2 / 4
buf_4: 5 / 3
[cell families after synthesis]
kind of cell              synth area share [%]
xor gates and xnor gates                 7.370
AOI/OAI and AO/OA                        4.206
buffers and inverters                    31.58
other                                    6.318
and+or+nand+nor                          50.53
[metrics by stage]
stage	cell area, um2	std cells
final	294.0	77
after global routing	294.0	77
after CTS	281.5	76
after detailed placement	281.5	74
after global placement	281.5	74
after floorplan	126.4	19
[how the worst max path moves through the flow]
stage	start	end	cells after the start
CTS	Op[3]	MemWrite	4
global route	Op[3]	MemWrite	4
finish	Op[3]	RegWrite	5
[power breakdown]
group	internal, mW	total [mW]	switching (mW)
clock network	0	0	0
logic	0.0411	0.0620	0.0209
registers	0	0	0
[timing repair]
item | 4_1_cts | 5_1_grt
setup buffers | 2 | 1
pin swaps | 6 | 3
endpoints found under the setup margin | 6 | 6
gates resized | 45 | 3
[routing by layer]
| metal | up-vias | part of all wire (%) |
|---|---|---|
| li1 | 75 | - |
| met2 | 13 | 33 |
| met5 | - | 0 |
| met3 | 0 | 17 |
| met1 | 62 | 49 |
| met4 | 0 | 0 |
[final cells by class]
cell class | count | area share, %
repair buffers | 17 | 45.53
multi-input cells | 14 | 34.89
well taps | 46 | 19.57
Power is estimated from default activity; no workload was simulated.
